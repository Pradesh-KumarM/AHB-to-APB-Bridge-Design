`flow/config.mk`:
```
export PLATFORM = sky130hd
export DESIGN_NAME = bridge_top
export DESIGN_NICKNAME = bridge_top
export VERILOG_FILES = /design/flow/design.v
export SDC_FILE = /design/flow/constraint.sdc
export NUM_CORES = 4
export LEC_CHECK = 1
export CORE_UTILIZATION = 30
```
`flow/constraint.sdc`:
```
current_design bridge_top

set clk_period 1.5
set clk_io_pct 0.2

create_clock -name clk0 -period $clk_period [get_ports {hclk}]

set non_clock_inputs [all_inputs -no_clocks]
set_input_delay [expr $clk_period * $clk_io_pct] -clock clk0 $non_clock_inputs
set_output_delay [expr $clk_period * $clk_io_pct] -clock clk0 [all_outputs]
```
`flow/design.v`:
```
module ahbslaveinterface(
    hclk,hresetn,hwrite,hreadyin,htrans,haddr,hwdata,prdata,
    valid,haddr1,haddr2,hwdata1,hwdata2,hrdata,hwritereg,temp_selx,hresp
);
input [1:0] htrans;
input [31:0] haddr,hwdata,prdata;
input hclk;
input hreadyin;
input hresetn;
input hwrite;
output reg valid;
output reg [2:0] temp_selx;
output [1:0] hresp;
output reg [31:0] haddr1,haddr2,hwdata1,hwdata2;
output [31:0] hrdata;
output reg hwritereg;
always@(*)
begin
  valid=1'b0;
  if (hreadyin==1 && (htrans==2'b10 || htrans==2'b11) && (haddr>=32'h80000000 && haddr<32'h8c000000))
    valid=1'b1;
  else
    valid=1'b0;
end
always@(*)
begin
  if (haddr>=32'h80000000 && haddr<32'h84000000)
    temp_selx=3'b001;
  else if (haddr>=32'h84000000 && haddr<32'h88000000)
    temp_selx=3'b010;
  else if (haddr>=32'h88000000 && haddr<32'h8c000000)
    temp_selx=3'b011;
  else
    temp_selx=3'b000;
end
always@(posedge hclk)
begin
  if(~hresetn) begin
    haddr1<=32'b0;
    haddr2<=32'b0;
  end else begin
    haddr1<=haddr;
    haddr2<=haddr1;
  end
end
always@(posedge hclk)
begin
  if(~hresetn) begin
    hwdata1<=32'b0;
    hwdata2<=32'b0;
  end else begin
    hwdata1<=hwdata;
    hwdata2<=hwdata1;
  end
end
always@(posedge hclk)
begin
  if(~hresetn)
    hwritereg<=1'b0;
  else
    hwritereg<=hwrite;
end
assign hresp=2'b0;
assign hrdata=prdata;
endmodule
module apbcontroller(
    hclk,hresetn,valid,hwrite,hwritereg,tempsel,
    haddr,hwdata,prdata,haddr1,hwdata1,haddr2,hwdata2,
    paddr,pwdata,pwrite,penable,hreadyout,psel
);
input hclk,hresetn,valid,hwrite,hwritereg;
input[2:0] tempsel;
input[31:0] haddr,hwdata,prdata,haddr1,hwdata1,haddr2,hwdata2;
output reg[31:0] paddr,pwdata;
output reg pwrite,penable,hreadyout;
output reg[2:0] psel;
parameter st_idle=3'b000,st_wwait=3'b001,st_writep=3'b010,st_wenablep=3'b011,
          st_write=3'b100,st_wenable=3'b101,st_read=3'b110,st_renable=3'b111;
reg[2:0] ps,ns;
reg[2:0] psel_temp;
reg penable_temp,hreadyout_temp,pwrite_temp;
reg[31:0] pwdata_temp,paddr_temp;
always@(posedge hclk)
  if(~hresetn) ps<=st_idle; else ps<=ns;
always@(ps,valid,hwrite,hwritereg)
begin
  ns=st_idle;
  case(ps)
    st_idle: begin   
      if(valid && hwrite) ns<=st_wwait;
      else if(valid && ~hwrite) ns<=st_read;
      else ns<=st_idle;
    end
    st_wwait: ns <= valid ? st_writep : st_write;
    st_writep: ns<=st_wenablep;
    st_wenablep: begin 
      if(valid && hwritereg) ns<=st_writep;
      else if(~valid && hwritereg) ns<=st_write;
      else if(~hwritereg) ns<=st_read;
    end
    st_write: ns <= valid ? st_wenablep : st_wenable;
    st_wenable: ns <= valid ? (hwrite?st_wwait:st_read) : st_idle;
    st_read: ns<=st_renable;
    st_renable: ns <= valid ? (hwrite?st_wwait:st_read) : st_idle;
    default: ns<=st_idle;
  endcase
end
always @(*)
begin
  case(ps)
    st_idle: if(valid && hwrite) begin
      psel_temp=3'b000; penable_temp=1'b0; hreadyout_temp=1'b1;
    end else if (valid && !hwrite) begin
      paddr_temp=haddr; pwrite_temp=hwrite; psel_temp=tempsel;
      penable_temp=1'b0; hreadyout_temp=1'b0;
    end else begin
      psel_temp=1'b0; penable_temp=1'b0; hreadyout_temp=1'b1;
    end
    st_wwait: begin
      paddr_temp=haddr; pwrite_temp=1; psel_temp=tempsel;
      pwdata_temp=hwdata; penable_temp=0; hreadyout_temp=0;
    end
    st_read, st_write, st_writep: begin
      penable_temp=1; hreadyout_temp=1;
    end
    st_renable: begin
      if (valid && ~hwrite) begin
        paddr_temp=haddr; pwrite_temp=hwrite; psel_temp=tempsel;
        penable_temp=0; hreadyout_temp=0;
      end else begin
        psel_temp=0; penable_temp=0; hreadyout_temp=1;
      end
    end
    st_wenablep: begin
      paddr_temp=haddr; pwrite_temp=hwrite; psel_temp=tempsel;
      pwdata_temp=hwdata; penable_temp=0; hreadyout_temp=0;
    end
    st_wenable: begin
      psel_temp=0; penable_temp=0; hreadyout_temp=0;
    end 
  endcase
end
always @(posedge hclk)
begin
  if (!hresetn) begin
    paddr<=32'b0; pwdata<=32'b0; pwrite<=1'b0; penable<=1'b0;
    psel<=3'b000; hreadyout<=1'b0;
  end else begin
    paddr<=paddr_temp; pwdata<=pwdata_temp; pwrite<=pwrite_temp;
    penable<=penable_temp; psel<=psel_temp; hreadyout<=hreadyout_temp;
  end
end 
endmodule
module bridge_top(
    hclk,hresetn,hwrite,hreadyin,hwdata,haddr,prdata,htrans,
    pwrite,penable,hreadyout,pselx,paddr,pwdata,hrdata,hresp
);
input hclk,hresetn,hwrite,hreadyin;
input[1:0] htrans;
input[31:0] haddr,hwdata,prdata;
output penable,pwrite,hreadyout;
output[1:0] hresp;
output[2:0] pselx;
output[31:0] paddr,pwdata;
output[31:0] hrdata;
wire valid,hwritereg;
wire [31:0] haddr1,haddr2,hwdata1,hwdata2;
wire [2:0] temp_selx;
ahbslaveinterface AHB_S(
    hclk,hresetn,hwrite,hreadyin,htrans,haddr,hwdata,prdata,
    valid,haddr1,haddr2,hwdata1,hwdata2,hrdata,hwritereg,temp_selx,hresp
);
apbcontroller APB_C(
    hclk,hresetn,valid,hwrite,hwritereg,temp_selx,
    haddr,hwdata,prdata,haddr1,hwdata1,haddr2,hwdata2,
    paddr,pwdata,pwrite,penable,hreadyout,pselx
);
endmodule
```
`flow/run.sh`:
```
#!/bin/bash
# OpenROAD 26Q1-2900-gdf79404cd8, Yosys 0.63+post, stock flow scripts
make -C /OpenROAD-flow-scripts/flow DESIGN_CONFIG=/design/flow/config.mk WORK_HOME=/design/flow/orfs finish
```
==> impl_results.html <==
<h2>Implementation results</h2>
<table>
<tr><th>Metric</th><th>Value</th></tr>
<tr><th colspan="2">Setup path</th></tr>
<tr><td>Slowest stage delay, CP</td><td>0.50 ns</td></tr>
<tr><td>Worst reg2reg path depth</td><td>3</td></tr>
<tr><td>Chain of cells forming the critical path</td><td>clkdlybuf4s50_1</td></tr>
<tr><td>Worst Path Arrival</td><td>1.13 ns</td></tr>
<tr><td>CP Launch Type</td><td>register</td></tr>
<tr><td>Worst flop-to-flop path endpoint</td><td>APB_C.ps[3]</td></tr>
<tr><td>Kind of critical path</td><td>register to primary output</td></tr>
<tr><td>Element type at the critical path end</td><td>primary output</td></tr>
<tr><td>Worst path required time</td><td>1.20 ns</td></tr>
<tr><td>Beginning of the worst register-to-register path</td><td>APB_C.ps[5]</td></tr>
<tr><td>Sum of buffers and inverters on the critical path</td><td>1</td></tr>
<tr><td>Delay-heaviest family, CP</td><td>buffers and inverters</td></tr>
<tr><td>Reg2reg setup slack</td><td>0.33 ns</td></tr>
<tr><td>Top fanout value on the critical path</td><td>1</td></tr>
<tr><td>Crit-path slowest cell</td><td>sky130_fd_sc_hd__clkdlybuf4s50_1</td></tr>
<tr><th colspan="2">Detailed routing</th></tr>
<tr><td>Routed len/inst</td><td>12.2 um</td></tr>
<tr><td>Number of vias per cell after detailed routing</td><td>4.01</td></tr>
<tr><td>Antenna fix cells</td><td>0</td></tr>
<tr><td>Wire length after detailed routing</td><td>6.80 mm</td></tr>
<tr><td>Count of antenna-violating nets left after detailed routing</td><td>0</td></tr>
<tr><td>First-pass iteration count of the detailed router</td><td>4</td></tr>
<tr><td>Total vias in the final route</td><td>2232</td></tr>
<tr><td>DRC viols</td><td>0</td></tr>
<tr><td>First-iteration detailed-routing DRC count</td><td>126</td></tr>
<tr><th colspan="2">Timing</th></tr>
<tr><td>Ratio of final minimum period to clock period</td><td>0.955</td></tr>
<tr><td>Sum of negative setup slack</td><td>0 ns</td></tr>
<tr><td>Register pins left without a clock</td><td>67</td></tr>
<tr><td>Clock period minus final worst setup slack</td><td>1.43 ns</td></tr>
<tr><td>Measured slew at the worst slew-check pin</td><td>0.498 ns</td></tr>
<tr><td>Final number of setup-violating endpoints</td><td>0</td></tr>
<tr><td>Max Slew Vio Count</td><td>0</td></tr>
<tr><td>Final Hold Violation Tally</td><td>0</td></tr>
<tr><td>Rel. slew slack</td><td>0.666</td></tr>
<tr><td>Highest clock frequency the design can meet</td><td>0.698 GHz</td></tr>
<tr><td>RSZ-0062 raised after global routing</td><td>false</td></tr>
<tr><td>Worst setup skew after layout</td><td>0.00457 ns</td></tr>
<tr><td>Number of unconstrained endpoints</td><td>67</td></tr>
<tr><th colspan="2">CTS</th></tr>
<tr><td>Post-CTS clock slew at the launch and capture registers of the worst setup and hold paths</td><td>0.06 ns</td></tr>
<tr><td>Htree depth</td><td>3</td></tr>
<tr><td>Number of buffers created by CTS</td><td>9</td></tr>
<tr><td>Latency at later pin</td><td>0.33 ns</td></tr>
<tr><td>CTS Buffer Depth</td><td>2</td></tr>
<tr><td>Hold buffers post-CTS</td><td>0</td></tr>
<tr><td>TritonCTS clock tree</td><td>yes</td></tr>
<tr><td>Buffer cell driving the clock tree root</td><td>sky130_fd_sc_hd__clkbuf_16</td></tr>
<tr><th colspan="2">Logic synthesis</th></tr>
<tr><td>Distinct lib cells used</td><td>28</td></tr>
<tr><td>Most frequently used cell type in the post-synthesis netlist</td><td>sky130_fd_sc_hd__dfxtp_1</td></tr>
<tr><td>Combined area of all synthesized cells</td><td>3530 sq um</td></tr>
<tr><td>Ranking of synthesized cells by instance count</td><td>78 x sky130_fd_sc_hd__dfxtp_1, 70 x sky130_fd_sc_hd__and2_1, 67 x sky130_fd_sc_hd__dlxtn_1</td></tr>
<tr><td>Average footprint of a synthesized cell</td><td>12.0 sq um</td></tr>
<tr><td>Post-synthesis register bit count</td><td>145</td></tr>
<tr><td>Cells in synth_stat.txt</td><td>294</td></tr>
<tr><td>Number of enable flip-flop cells</td><td>0</td></tr>
<tr><td>Library cell occupying the most area in the post-synthesis netlist</td><td>sky130_fd_sc_hd__dfxtp_1</td></tr>
<tr><td>Count of synthesis-stage warnings from yosys</td><td>2</td></tr>
<tr><td>Top cells by area, synth</td><td>sky130_fd_sc_hd__dfxtp_1 44%, sky130_fd_sc_hd__dlxtn_1 29%, sky130_fd_sc_hd__and2_1 12%</td></tr>
<tr><td>Synth Instances</td><td>294</td></tr>
<tr><td>Synthesis area per yosys</td><td>3530 sq um</td></tr>
<tr><td>Proportion of register bits with asynchronous set or reset after synthesis</td><td>0</td></tr>
<tr><td>Most common flop cell mapped by yosys</td><td>sky130_fd_sc_hd__dfxtp_1</td></tr>
<tr><td>Area share, top type</td><td>0.443</td></tr>
<tr><th colspan="2">Flow run</th></tr>
<tr><td>Count of tool warnings</td><td>26</td></tr>
<tr><td>Maxcap violations</td><td>0</td></tr>
<tr><th colspan="2">Die</th></tr>
<tr><td>Core box area</td><td>11400 sq um</td></tr>
<tr><td>Boundary pin count</td><td>206</td></tr>
<tr><td>Pre-placement core utilization</td><td>0.309</td></tr>
<tr><td>Floorplan die area</td><td>12200 sq um</td></tr>
<tr><td>Height of the die</td><td>110 um</td></tr>
<tr><td>Die Wd</td><td>110 um</td></tr>
<tr><td>Core Rows</td><td>39</td></tr>
<tr><th colspan="2">Run status</th></tr>
<tr><td>Result of the run</td><td>complete, no violations</td></tr>
<tr><th colspan="2">Power</th></tr>
<tr><td>Static leakage</td><td>2.23 nW</td></tr>
<tr><td>Cell area power density</td><td>1010 nW/um^2</td></tr>
<tr><td>Maximum vdd ir drop</td><td>0.000560 V</td></tr>
<tr><td>Tot Pwr</td><td>0.00523 W</td></tr>
<tr><th colspan="2">Worst hold path</th></tr>
<tr><td>Worst hold endpoint</td><td>APB_C.ps[0]</td></tr>
<tr><td>Worst Hold Depth</td><td>2</td></tr>
<tr><td>Class of the most critical hold timing path</td><td>primary input to register</td></tr>
<tr><td>Hold Startpoint</td><td>hresetn</td></tr>
<tr><th colspan="2">Global route</th></tr>
<tr><td>Maximum number of pins on one net before global-route repair</td><td>52</td></tr>
<tr><td>Overall track demand over capacity in global routing</td><td>0.116</td></tr>
<tr><td>Wire length of the first global-routing pass</td><td>11.1 mm</td></tr>
<tr><td>Congestion Overflow GR</td><td>0</td></tr>
<tr><td>Vias in the first global route</td><td>2198</td></tr>
<tr><td>Antenna violations before repair</td><td>0</td></tr>
<tr><th colspan="2">Placement</th></tr>
<tr><td>Final weighted congestion in routability-driven placement</td><td>0.783</td></tr>
<tr><td>Port bufs</td><td>137</td></tr>
<tr><td>Post-DP HPWL</td><td>4.81 mm</td></tr>
<tr><td>Instance count after placement with tap cells included</td><td>541</td></tr>
<tr><th colspan="2">Finish</th></tr>
<tr><td>Share of post-route cells with drive strength above 1</td><td>0.0726</td></tr>
<tr><td>Number of fillers in the final layout</td><td>1046</td></tr>
<tr><td>Area Growth Syn to Fin</td><td>47.6%</td></tr>
<tr><td>Cell Count, Final, Fillers Out</td><td>556</td></tr>
</table>
per-stage QoR:
| step | area [sq um] | setup slack [ns] | util | hold slack [ns] |
|---|---|---|---|---|
| 5_1_grt | 5210 | 0.0163 | 0.456 | 0.384 |
| 2_1_floorplan | 3530 | 0.223 | - | 0.421 |
| 3_3_place_gp | 4860 | -0.307 | 0.426 | 0.435 |
| 4_1_cts | 5200 | 0.0117 | 0.456 | 0.331 |
| 6_report | 5210 | 0.0677 | 0.456 | 0.337 |
| 3_5_place_dp | 4860 | -0.341 | 0.426 | 0.448 |
area by class of cell:
class | instances | area [sq um] | share of cell area
well taps | 143 | 179 | 0.0344
repair buffers | 145 | 1440 | 0.277
clock buffers | 11 | 243 | 0.0466
multi-input cells | 107 | 674 | 0.130
clock inverters | 4 | 95.1 | 0.0183
flip-flops and latches | 145 | 2570 | 0.493
inverters | 1 | 3.75 | 0.000721
worst max path at each step:
stage | from | end | slack [ns] | cells past startpoint
CTS | haddr[30] | APB_C.hreadyout | 0.01 | 5
global route | haddr[30] | APB_C.hreadyout | 0.02 | 5
finish | APB_C.psel[0] | pselx[0] | 0.07 | 1
layer usage:
metal  part of all wire  track usage
met3              0.065       0.0218
met2               0.49        0.192
met1               0.43        0.162
met5                  0            0
met4              0.019       0.0284
logic make-up after synthesis:
family	synth area share
flops	0.443
xor+xnor	0.00248
buf+inv	0.0841
compound gates	0.0160
other cells	0.00106
simple gates	0.169
latches	0.286
placed cells by master, fill, tap and decap left out, drive strengths merged, types with 3 or more instances in the layout:
master,instances
bufinv,3
clkdlybuf4s50,134
nand2,4
buf,9
dfxtp,78
dlxtn,67
conb,3
and2,70
nor2,8
clkbuf,11
state kept, by name, summed over array words and instances (netlist names):
register	count
APB_C.pwrite_temp	1
APB_C.psel	2
APB_C.hreadyout	1
APB_C.psel_temp	2
APB_C.pwrite	1
APB_C.paddr	32
AHB_S.hwritereg	1
APB_C.penable	1
APB_C.pwdata	32
APB_C.pwdata_temp	32
APB_C.ps	8
APB_C.paddr_temp	32
power breakdown:
group | switching (W) | total (W) | internal [W]
Combinational | 0.0000997 | 0.000460 | 0.000360
Sequential | 0.0000395 | 0.00233 | 0.00229
Clock | 0.000786 | 0.00244 | 0.00166
Total | 0.000926 | 0.00523 | 0.00431
worst reg2reg max path, stage by stage, from the launching register on:
cell                      delay [ns]
sky130_fd_sc_hd__dfxtp_1        0.32
sky130_fd_sc_hd__nor3_1         0.45
sky130_fd_sc_hd__o32ai_1        0.13
sky130_fd_sc_hd__and2_1         0.16
repair_timing:
action                                  in CTS  in global routing
resized                                      0                  2
endpoints found under the setup margin       0                  3
setup buffers                                0                  0
Power and IR drop assume default switching activity.
